## flow/config.mk

```make
export PLATFORM = sky130hd
export DESIGN_NAME = moddiv_fsm
export DESIGN_NICKNAME = moddiv_fsm
export VERILOG_FILES = /design/flow/design.v
export SDC_FILE = /design/flow/constraint.sdc
export NUM_CORES = 4
export LEC_CHECK = 1
export CORE_AREA = 10 10 70 70
export DIE_AREA = 0 0 80 80
export SYNTH_HDL_FRONTEND = slang
```

## flow/constraint.sdc

```tcl
current_design moddiv_fsm

set clk_period 1.6
set clk_io_pct 0.2

create_clock -name clk0 -period $clk_period [get_ports {clk}]

set non_clock_inputs [all_inputs -no_clocks]
set_input_delay [expr $clk_period * $clk_io_pct] -clock clk0 $non_clock_inputs
set_output_delay [expr $clk_period * $clk_io_pct] -clock clk0 [all_outputs]
```

## flow/design.v

```verilog
module moddiv_fsm
#(
    parameter DATA_LEN		=	256,
	parameter CONT_LEN		=	30
)
(
	input logic 				clk,
	input logic 				rst,
	input logic 				start_div,
	input logic					U_eq1,
	input logic					bor2,
	input logic	[1:0]			n1,
	input logic	[1:0]			n2,
	output logic [0:CONT_LEN-1]	ctrl,
	output logic 				finish_div
);
enum {IDLE, PRE, LOOP, FINISH} state_now, state_next;
always_ff @(posedge clk)
begin
	if (rst)
		state_now <= IDLE;
	else
		state_now <= state_next;
end
always_comb begin
	case(state_now)
		IDLE:		state_next = start_div ? PRE : IDLE;
		PRE:		state_next = LOOP;
		LOOP:		state_next = U_eq1 ? FINISH : LOOP;
		FINISH:		state_next = IDLE;
		default:	state_next = IDLE;
	endcase
end
always_ff @(posedge clk)
begin
	case(state_next)
		IDLE:		ctrl <= 30'b0100_0_00_01010100_00_000100_00_00000;
		PRE:		ctrl <= 30'b1011_1_11_11010100_00_100100_00_00000;
		LOOP:		if (bor2 == 1'b1)
						ctrl <= {7'b1011111, 8'b11110001, n1, 6'b100110, n2, 5'b00000};
					else
						ctrl <= {7'b1011111, 8'b00111101, n1, 6'b010110, n2, 5'b00000};
		FINISH:		ctrl <= 30'b0100_1_00_11010100_00_100100_00_00000;
		default:	ctrl <= 30'b0100_1_00_11010100_00_100100_00_00000;
	endcase
end
assign finish_div = (state_now == FINISH);
endmodule
```

## flow/run.sh

```bash
#!/bin/bash
# OpenROAD 26Q1-2900-gdf79404cd8, Yosys 0.63+post, stock flow scripts
make -C /OpenROAD-flow-scripts/flow DESIGN_CONFIG=/design/flow/config.mk WORK_HOME=/design/flow/orfs finish
```

==> impl_metrics.ini <==
; physical design summary
[critical_path]
category_of_the_worst_setup_path_capture_point = primary output
critical_path_class = reg2out
crit_arrival_ps = 1140
worstPathCellList = clkdlybuf4s50_1
critical_path_buf_inv_count = 1
crit_family = buffers and inverters
critical_path.max_fanout = 5
worst_setup_path_start_kind = flop
worst_path_largest_cell_delay_ps = 490
slowest_stage = clkdlybuf4s50_1
data_required_critical_path_ps = 1280

[floorplan]
die_height_um = 80
io_pins = 40
fp.dieArea_um2 = 6400
core_area_um2 = 3420
initCoreUtil = 0.199
die_x_um = 80
floorplan.rows = 21

[synth]
synth.avg_cell_area_um2 = 9.55
synth.logic.top_family = buffers and inverters
ys_sh_xor = 0
synth.cellmix.adderShare = 0.111
synth_compound_gate_area_share = 0.0221
synth_sequential_area_ratio = 0.472
yosys-stat-area_um2 = 678
synthesis.instances = 71
synth.lib_cells_used.distinct = 15
synth.cell_area_um2 = 678
synthesis.yosys.warnings = 0
synth_stat.cells = 71
yosys-mux-area-fraction = 0
synth.cellmix.simpleShare = 0.151
synth_flop_count = 16

[routing]
met3RoutedLength_um = 269
initialDrtViolationCount = 9
via_count = 429
wl_met1_um = 571
n_antenna_cell = 0
drt_drc_violations_left = 0
vias_per_cell = 3.02
dr_wl_met2_um = 463
route.top_layer_used = met4
detail-route-antenna-nets = 0
wire_per_inst_um = 9.27
postRouteWirelength_mm = 1.32
detailedRoute.firstPassIterationCount = 4

[clock_tree]
clk_pin_slew_ps = 80
numCtsBuffers = 3
cts_tree = done
cts_sinks = 16
clock_tree.root_cell = clkbuf_4
number_of_setup_buffers_added_after_cts = 0
hold_buffers = 0
post_cts_resize_count = 0
clock_insertion_delay_worst_skew_ps = 270
ctsLongestPathBuffers = 2
ctsHtreeMaxLevel = 1

[global_route]
grt_pass1_vias = 394
wire_length_of_the_first_global_routing_pass_mm = 1.78
antenna_found_initial = 0
grt_util_all_layers = 0.0356
grt_max_degree = 9
gr-total-overflow = 0

[sta]
timing.setup.tns_ps = 0
final-hold-violation-count = 0
layout_min_cycle_time_ps = 1460
max_clock_freq_ghz = 0.685
setup_violations = 0
finalClockSkew_ps = 0.546
maxSlewViolCount = 0
final.period_utilization = 0.913
grt_setup_unrepaired = no

[finish]
layout.filler_cells = 363
layout_top_cell = clkdlybuf4s50_1
layout-area-overhead-vs-synth_pct = 42.4
drive_gt1_frac = 0.0833
stdcell_count = 142
utilization = 0.283
most-common-layout-cells = 29 x clkdlybuf4s50_1, 16 x dfxtp_1, 10 x conb_1

[worst_hold_path]
worst_hold_class = reg2reg

[place]
place_inst = 139
hpwl_mm = 1.18
place_congestion = 0.674
io_buffer_count = 29

[power_and_ir_drop]
irDropWorstVdd_mv = 0.346
fin_total_pwr_mw = 0.826
power_density_nw_per_um2 = 855
power.leakage_nw = 0.428

[run]
openroad_warnings = 30
timing.max_cap.violations = 0

[run_status]
outcome = complete, no violations
==> Yosys cell counts, drive strengths merged <==
cell    instances  area share
a21oi           1      0.0074
and2            5       0.046
buf            18        0.20
conb            2       0.011
dfxtp          16        0.47
ha              6        0.11
inv             6       0.033
nand2           6       0.033
nand2b          1      0.0092
nor2            5       0.028
nor2b           1       0.013
nor3            2       0.022
o21ai           2       0.015
==> per-layer routing <==
| metal | track usage | up-vias |
|---|---|---|
| met1 | 0.0405 | 161 |
| met3 | 0.0330 | 2 |
| met5 | 0 | - |
| li1 | - | 238 |
| met2 | 0.0498 | 28 |
| met4 | 0.00352 | 0 |
==> cells by family (layout without fill, tap and decap cells) <==
kind of cell | count (synthesis) | in the layout
flip-flops | 16 | 16
other | 2 | 10
adder cells (fa/ha/maj) | 6 | 6
AND-OR/OR-AND | 3 | 3
AND/OR/NAND/NOR | 20 | 20
buffers and inverters | 24 | 41
==> sequential cells by signal (all words and copies together), names as in the netlist <==
name	count
ctrl	12
state_now	4
==> power breakdown <==
part | internal [mW] | leakage, nW | switching [mW]
Sequential | 0.435 | 0.133 | 0.0161
Combinational | 0.137 | 0.282 | 0.0480
Clock | 0.0870 | 0.0138 | 0.102
==> cell type report <==
type                    instances  area [µm²]  area share
well taps                      46        57.6      0.0596
clock buffers                   3        22.5      0.0233
multi-input cells              39         230       0.238
repair buffers                 32         313       0.324
inverters                       6        22.5      0.0233
flip-flops and latches         16         320       0.332
==> stage by stage <==
step                area [µm²]  hold WS (ps)  setup WS, ps
floorplan                  708           389           381
global placement           943           431         -99.0
detailed placement         943           449          -141
CTS                        966           461           121
global route               966           485          76.3
finish                     966           459           139
==> worst paths after layout <==
path                  endpoint  cells past startpoint    startpoint  slack, ps
setup / recovery       ctrl[2]                      1       ctrl[2]        140
hold / removal    state_now[1]                      2  state_now[2]        460
setup reg to reg      ctrl[12]                      5  state_now[1]        220
hold reg to reg   state_now[1]                      2  state_now[2]        460
Power figures rest on the tool's default switching activity, not on a simulated workload.
